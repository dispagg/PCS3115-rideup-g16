[/design/flow/design.v]
module displayEncoder (display, floor);
    input [6:0] display;
    output reg [3:0] floor;
    always @(display) begin
        case (display)
            7'b0111111: floor = 0;
            7'b0000110: floor = 1;
            7'b1011011: floor = 2;
            7'b1001111: floor = 3;
            7'b1100110: floor = 4;
            7'b1101101: floor = 5;
            7'b1111101: floor = 6;
            7'b0000111: floor = 7;
            7'b1111111: floor = 8;
            7'b1101111: floor = 9;
            default: floor = 0;
        endcase
    end
endmodule
module floorDecoder (
    floor, inside
);
    input [3:0] floor;
    output reg [9:0] inside;
    always @(floor) begin
        case (floor)
            0: inside = 10'b0000000001;
            1: inside = 10'b0000000010;
            2: inside = 10'b0000000100;
            3: inside = 10'b0000001000;
            4: inside = 10'b0000010000;
            5: inside = 10'b0000100000;
            6: inside = 10'b0001000000;
            7: inside = 10'b0010000000;
            8: inside = 10'b0100000000;
            9: inside = 10'b1000000000;
            default: inside = 0;
        endcase
    end
endmodule
[/design/flow/run.sh]
#!/bin/bash
# OpenROAD 26Q1-2900-gdf79404cd8, Yosys 0.63+post, stock flow scripts
make -C /OpenROAD-flow-scripts/flow DESIGN_CONFIG=/design/flow/config.mk WORK_HOME=/design/flow/orfs finish
[/design/flow/config.mk]
export PLATFORM = sky130hd
export DESIGN_NAME = floorDecoder
export DESIGN_NICKNAME = floorDecoder
export VERILOG_FILES = /design/flow/design.v
export SDC_FILE = /design/flow/constraint.sdc
export NUM_CORES = 4
export LEC_CHECK = 1
export CORE_AREA = 10 10 70 70
export DIE_AREA = 0 0 80 80
[/design/flow/constraint.sdc]
current_design floorDecoder

set clk_period 1.0
set clk_io_pct 0.2

create_clock -name clk0 -period $clk_period

set non_clock_inputs [all_inputs -no_clocks]
set_input_delay [expr $clk_period * $clk_io_pct] -clock clk0 $non_clock_inputs
set_output_delay [expr $clk_period * $clk_io_pct] -clock clk0 [all_outputs]
==> impl_metrics.prom <==
# HELP chip_impl_metric Yosys and OpenROAD flow results
# TYPE chip_impl_metric gauge
chip_impl_metric{name="grt_first_pass_wirelength",unit="µm"} 1235
chip_impl_metric{name="vdd_ir_drop_max",unit="mV"} 0.1164
chip_impl_metric{name="floorplan.core_area",unit="µm²"} 3416
chip_impl_info{name="netlist.top_cell.by_area",value="sky130_fd_sc_hd__nor4b_2"} 1
chip_impl_metric{name="worstHoldPathCells",unit=""} 3
chip_impl_metric{name="flops",unit=""} 0
chip_impl_metric{name="final.clkbuf_count",unit=""} 0
chip_impl_metric{name="timing.fmax",unit="GHz"} 0.8930
chip_impl_metric{name="finalCriticalPeriod",unit="ns"} 1.120
chip_impl_metric{name="final.fill_count",unit=""} 396
chip_impl_metric{name="comb_power_share",unit="%"} 100.0
chip_impl_metric{name="placementRows",unit=""} 21
chip_impl_metric{name="final_cycle_share",unit="%"} 112.0
chip_impl_metric{name="layout-drive-gt1-share",unit="%"} 91.89
chip_impl_metric{name="area_delta_synth_final",unit="%"} 155.3
chip_impl_info{name="critPathLaunchType",value="primary input"} 1
chip_impl_info{name="run_status",value="finished with violations"} 1
chip_impl_metric{name="drcViolationCount",unit=""} 0
chip_impl_metric{name="dpl.cell_count",unit=""} 77
chip_impl_metric{name="placement.io_buffers",unit=""} 14
chip_impl_metric{name="ys_types",unit=""} 7
chip_impl_metric{name="routing_usage_on_met3",unit="%"} 1.477
chip_impl_metric{name="stage_log_warnings",unit=""} 34
chip_impl_info{name="critical_path.endpoint_type",value="output pin"} 1
chip_impl_info{name="synth.area.top_cells",value="sky130_fd_sc_hd__nor4b_2 30%, sky130_fd_sc_hd__nor4bb_4 25%, sky130_fd_sc_hd__buf_6 17%"} 1
chip_impl_metric{name="chipHeight",unit="µm"} 80
chip_impl_metric{name="gp_congestion",unit=""} 0.6120
chip_impl_metric{name="power.clock.fraction",unit="%"} 0
chip_impl_info{name="leading_cell_type_in_the_layout_fill_and_taps_excluded",value="sky130_fd_sc_hd__buf_6"} 1
chip_impl_metric{name="post-synth-top-area-fraction",unit="%"} 30.19
chip_impl_metric{name="initial_core_util",unit="%"} 5.824
chip_impl_metric{name="hpwlAfterDp",unit="µm"} 554.8
chip_impl_info{name="worstSetupPathType",value="in2out"} 1
chip_impl_metric{name="grt_max_degree",unit=""} 7
chip_impl_metric{name="grt_antenna_before_repair",unit=""} 0
chip_impl_metric{name="p_per_area",unit="nW/µm²"} 326.1
chip_impl_info{name="rsz0062_at_grt",value="yes"} 1
chip_impl_metric{name="synth-cells-yosys",unit=""} 14
chip_impl_metric{name="detail_route.first_pass.iterations",unit=""} 2
chip_impl_metric{name="worst-slew-pin-transition",unit="ns"} 0.1910
chip_impl_metric{name="post_synth.cell_area_avg",unit="µm²"} 14.21
chip_impl_metric{name="timing.final.setup_violations",unit=""} 8
chip_impl_metric{name="ys_chip_area",unit="µm²"} 198.9
chip_impl_metric{name="relative_slew_margins",unit="%"} 87.21
chip_impl_metric{name="timing.hold.ws",unit="ns"} 0.7238
chip_impl_metric{name="yosysWarningCount",unit=""} 1
chip_impl_info{name="startpoint",value="floor[1]"} 1
chip_impl_metric{name="cell_area_after_synthesis",unit="µm²"} 198.9
chip_impl_metric{name="drt-wirelength-per-cell",unit="µm"} 8.843
chip_impl_metric{name="grt_overflow",unit=""} 0
chip_impl_info{name="hold_path_startpoint",value="floor[3]"} 1
chip_impl_metric{name="yosys.stat.seqShare",unit="%"} 0
chip_impl_metric{name="p_seq_share",unit="%"} 0
chip_impl_metric{name="insertedDiodeCount",unit=""} 0
chip_impl_metric{name="postLayoutSetupSlackWorst",unit="ns"} -0.1198
chip_impl_metric{name="power_report.internal_total",unit="mW"} 0.1048
chip_impl_metric{name="p_sw_share",unit="%"} 36.74
chip_impl_info{name="hp-class",value="in2out"} 1
chip_impl_metric{name="grt_use_met2",unit="%"} 2.167
chip_impl_metric{name="power.switching",unit="mW"} 0.06087
chip_impl_metric{name="io_pins",unit=""} 14
chip_impl_metric{name="synth_cells",unit=""} 14
chip_impl_metric{name="cts_stage_hold_buffer_count",unit=""} 0
chip_impl_metric{name="grt_use_total",unit="%"} 2.355
chip_impl_metric{name="worst_path_arrival_time",unit="ns"} 0.92
chip_impl_info{name="failing_checks",value="setup timing"} 1
chip_impl_metric{name="fin_cells",unit=""} 83
chip_impl_metric{name="vias",unit=""} 213
chip_impl_metric{name="drt.antenna.violating_nets",unit=""} 0
chip_impl_metric{name="met1_usage",unit="%"} 4.087
chip_impl_info{name="timing.hold.worst_endpoint",value="inside[8]"} 1
chip_impl_metric{name="routed_via_density",unit=""} 2.566
chip_impl_metric{name="final-hold-violation-count",unit=""} 0
chip_impl_metric{name="worstPathRequired",unit="ns"} 0.80
chip_impl_metric{name="maxCapViolations",unit=""} 0
chip_impl_metric{name="floorplan.die.width",unit="µm"} 80
chip_impl_metric{name="seq_area",unit="µm²"} 0
chip_impl_metric{name="grt_pass1_vias",unit=""} 231
chip_impl_metric{name="final_wl",unit="µm"} 734
chip_impl_metric{name="dp_slack",unit="ns"} -0.8953
chip_impl_metric{name="drt_first_iter_violations",unit=""} 1
chip_impl_metric{name="static_leakage",unit="nW"} 0.2367
chip_impl_info{name="globalRoute.busiestLayer",value="met1"} 1
chip_impl_metric{name="fp.dieArea",unit="µm²"} 6400
chip_impl_info{name="mostFrequentLayoutCells",value="11 x sky130_fd_sc_hd__buf_6, 10 x sky130_fd_sc_hd__buf_2, 4 x sky130_fd_sc_hd__nor4b_4, 4 x sky130_fd_sc_hd__buf_8"} 1
chip_impl_metric{name="final-max-slew-violation-count",unit=""} 0
chip_impl_metric{name="peak_fanout_along_the_critical_path",unit=""} 3
==> Yosys cell counts <==
cell type                  instances
sky130_fd_sc_hd__buf_4             1
sky130_fd_sc_hd__and4b_1           1
sky130_fd_sc_hd__nor4bb_4          2
sky130_fd_sc_hd__and4bb_1          2
sky130_fd_sc_hd__nor4_2            1
sky130_fd_sc_hd__nor4b_2           4
sky130_fd_sc_hd__buf_6             3
==> critical path: stages <==
cell and delay, ns:
sky130_fd_sc_hd__buf_6 0.10, sky130_fd_sc_hd__buf_6 0.12, sky130_fd_sc_hd__buf_6 0.11, sky130_fd_sc_hd__nor4bb_4 0.26
sky130_fd_sc_hd__buf_2 0.13
==> through the flow <==
| stage | total power [mW] | TNS [ns] | instance area, µm² | utilization (%) |
|---|---|---|---|---|
| 6_report | 0.1657 | -0.3591 | 508.0 | 14.87 |
| 5_1_grt | 0.1762 | -0.7567 | 508.0 | 14.87 |
| 4_1_cts | 0.1495 | -0.4610 | 471.7 | 13.81 |
| 3_5_place_dp | 0.1099 | -8.089 | 407.9 | 11.94 |
| 3_3_place_gp | 0.1088 | -8.037 | 407.9 | 11.94 |
| 2_1_floorplan | 0.06018 | 0 | 198.9 | - |
==> final cells by class <==
type                       instances  area (µm²)  share of cell area [%]
timing repair buffer              27       249.0                   49.01
tap                               46       57.56                   11.33
multi-input combinational         10       201.4                   39.66
==> repair_timing <==
item / CTS / global route
pin swaps: 9 / 7
setup buffers: 5 / 1
gates resized: 67 / 5
setup endpoints to repair: 10 / 8
==> worst max-delay path by stage <==
stage                        to  slack, ns  cells past startpoint
after CTS             inside[5]      -0.12                      5
after global routing  inside[5]      -0.17                      5
final                 inside[5]      -0.12                      5
==> power by group through the flow <==
stage     combinational [mW]  clock [mW]  sequential, mW
4_1_cts                0.149           0               0
6_report               0.166           0               0
5_1_grt                0.176           0               0
==> cells by family after synthesis <==
family | synth area share [%]
AND/OR/NAND/NOR | 79.24
buffers and inverters | 20.75
==> per-layer routing <==
metal / wire [µm] / share of wire, %
met3: 120 / 16
met2: 179 / 24
met1: 433 / 59
met4: 0 / 0
met5: 0 / 0
No activity file was given, so power comes from the tool's default toggle rates.
